==> flow/design.v <==
module add32(a, b, out);
	input [31:0] a, b;
	output reg [31:0] out;
	always @(a or b)
	begin
		out <= a + b;
	end
endmodule
==> flow/run.sh <==
#!/bin/bash
# OpenROAD 26Q1-2900-gdf79404cd8, Yosys 0.63+post, stock flow scripts
make -C /OpenROAD-flow-scripts/flow DESIGN_CONFIG=/design/flow/config.mk WORK_HOME=/design/flow/orfs finish
==> flow/config.mk <==
export PLATFORM = sky130hd
export DESIGN_NAME = add32
export DESIGN_NICKNAME = add32
export VERILOG_FILES = /design/flow/design.v
export SDC_FILE = /design/flow/constraint.sdc
export NUM_CORES = 4
export LEC_CHECK = 1
export CORE_AREA = 10 10 85 85
export DIE_AREA = 0 0 95 95
==> flow/constraint.sdc <==
current_design add32

set clk_period 14.5
set clk_io_pct 0.2

create_clock -name clk0 -period $clk_period

set non_clock_inputs [all_inputs -no_clocks]
set_input_delay [expr $clk_period * $clk_io_pct] -clock clk0 $non_clock_inputs
set_output_delay [expr $clk_period * $clk_io_pct] -clock clk0 [all_outputs]
==> flow_summary.json <==
{
  "track_usage_pct": 12.32,
  "num-clock-buffers": 0,
  "drv_cap": 0,
  "flops": 0,
  "rsz0062_at_grt": "false",
  "cp_slowest_cell": "clkdlybuf4s50_1",
  "cts-resized-gates": 0,
  "vdd_ir_drop_max_mv": 0.01920,
  "die.size.y_um": 95,
  "critPathMaxStageDelay_ns": 0.50,
  "critPathMaxFanout": 4,
  "seq_power_share_pct": 0,
  "powerDensity_nw_per_um2": 48.20,
  "synth_area_per_cell_um2": 7.237,
  "postCtsSetupRepairBufs": 0,
  "worstPathRequired_ns": 11.60,
  "overflow": 0,
  "drive_gt1_share_pct": 3.067,
  "crit_top_cell": "clkdlybuf4s50_1",
  "path_delay_family": "AND-OR/OR-AND gates",
  "hold_class": "in2out",
  "dr_total_vias": 2051,
  "firstDrtPassIters": 4,
  "seqCellArea_um2": 0,
  "dpl.hpwl_um": 5111,
  "place_ws_ns": 5.770,
  "grt_pass1_wl_um": 9466,
  "worst_pin_slew_ns": 0.5395,
  "hold_viol_final": 0,
  "grt_antenna_before_repair": 0,
  "slew_viol_final": 0,
  "period_used_pct": 60.17,
  "dp.cells": 398,
  "drc_errors": 0,
  "ys_types": 50,
  "insertedDiodeCount": 0,
  "fmaxAchievable_ghz": 0.1146,
  "routabilityCongestion": 0.9245,
  "setup_viol_count_final": 0,
  "grt_pass1_vias": 2030,
  "ctsHoldBuffers": 0,
  "place_area_um2": 2751,
  "top_cells_by_area": "ha_1, a21oi_1, a21o_1",
  "fin_area_um2": 2751,
  "status": "complete, no violations",
  "ys_seq_share_pct": 0,
  "die_w_um": 95,
  "p_int_mw": 0.08018,
  "routedWlPerCell_um": 14.49,
  "top_area_cell": "ha_1",
  "warnings": 32,
  "ios": 96,
  "min_period_ns": 8.725,
  "dieArea_um2": 9025,
  "crit_type": "in2out",
  "finalSetupTns_ns": 0,
  "area_delta_synth_final_pct": 57.75,
  "finalPower_mw": 0.1326,
  "grt_max_degree": 11,
  "slew_headroom_pct": 63.10,
  "arrival_ns": 5.82,
  "switching_share_pct": 39.54,
  "worst_slack_ns": 5.775,
  "synth_warnings": 1,
  "path_depth": 11,
  "worst_hold_path.num_cells": 3,
  "postSynthCellCount": 241,
  "wl_um": 5766,
  "port_buffers": 96,
  "clkPwrFrac_pct": 0,
  "critPathLaunchType": "input port",
  "top_cell_area_share_pct": 22.24,
  "yosys_area_um2": 1744,
  "ys_cells": 241,
  "coreArea_um2": 5473,
  "switchingPower_mw": 0.05244,
  "cp-end-kind": "primary output",
  "fp_util_pct": 31.87,
  "ant_nets": 0,
  "final_cells": 398,
  "p_leak_nw": 1.176,
  "initialDrtViolationCount": 35,
  "routed_via_density": 5.153,
  "path_cells": "clkdlybuf4s50_1 > ha_1 > fa_1 > a21o_1 > a31o_2 > nand3_1 > o221ai_1 > a311oi_1 > o21bai_1 > xor2_1 > clkdlybuf4s50_1",
  "worst-path-buf-inv": 2,
  "combPwrFrac_pct": 100.0,
  "netlist_area_um2": 1744,
  "rows": 27
}
==> metrics by stage <==
stage	hold slack, ns	utilization, %
detailed placement	6.846	50.27
floorplan	5.872	-
finish	6.828	50.27
global route	6.873	50.27
global placement	6.844	50.27
CTS	6.840	50.27
==> power groups by stage <==
stage / registers, mW / clock network [mW] / logic [mW]
global route: 0 / 0 / 0.148
finish: 0 / 0 / 0.133
CTS: 0 / 0 / 0.135
==> routing by layer <==
layer  up-vias  wire [µm]  GRT usage (%)
met4         0          0              0
li1       1098          -              -
met5         -          0              0
met1       900       2747          16.58
met2        53       2566          21.00
met3         0        452          2.644
==> final cells by class <==
| cell class | count | area [µm²] |
|---|---|---|
| Tap cell | 72 | 90.09 |
| Timing Repair Buffer | 96 | 960.9 |
| Fill cell | 565 | 2721 |
| Multi-Input combinational cell | 224 | 1678 |
| Inverter | 6 | 22.52 |
==> placed cells by master (no fill, tap or decap), types with 2 or more instances in the layout <==
cell type and instances:
o211ai_1 3, a311oi_1 2, a21o_1 19, nor3_1 4, clkdlybuf4s50_1 96, o311ai_1 2
mux2i_1 2, a21oi_1 29, nand2b_1 2, nand3_1 10, o21ai_0 13, xnor2_1 13
nand4_1 8, a211oi_1 3, o21a_1 2, ha_1 31, a31oi_1 3, nand2_1 18
o21bai_1 4, xor2_1 15, inv_1 6, or2_2 3, o221ai_1 2, nor2_1 12
==> cell families (layout without fill, tap and decap cells) <==
| kind of cell | after synthesis | count (layout) | synth area share, % |
|---|---|---|---|
| compound gates | 97 | 97 | 39.31 |
| simple gates | 65 | 65 | 18.29 |
| fa+ha+maj | 32 | 32 | 23.39 |
| xor+xnor | 28 | 28 | 14.06 |
| buf+inv | 17 | 102 | 3.802 |
| mux | 2 | 2 | 1.148 |
==> synthesized netlist by cell type (all sizes together), types with 4 or more instances <==
library cell and n:
a21o 19, inv 6, nand4 8, nand3 10, ha 31, xor2 15
a21oi 29, nand2 18, nor3 4, nor2 12, o21bai 5, xnor2 13
o21ai 15, clkbuf 8
==> path summary, 6_finish.rpt <==
check | startpoint | end | slack, ns
setup / recovery | a[0] | out[26] | 5.78
hold / removal | b[0] | out[0] | 6.83
Power is estimated from default activity; no workload was simulated.
