`/design/flow/run.sh`:
```
#!/bin/bash
# OpenROAD 26Q1-2900-gdf79404cd8, Yosys 0.63+post, stock flow scripts
make -C /OpenROAD-flow-scripts/flow DESIGN_CONFIG=/design/flow/config.mk WORK_HOME=/design/flow/orfs finish
```
`/design/flow/config.mk`:
```
export PLATFORM = sky130hd
export DESIGN_NAME = mux2_32
export DESIGN_NICKNAME = mux2_32
export VERILOG_FILES = /design/flow/design.v
export SDC_FILE = /design/flow/constraint.sdc
export NUM_CORES = 4
export LEC_CHECK = 1
export CORE_AREA = 10 10 70 70
export DIE_AREA = 0 0 80 80
```
`/design/flow/constraint.sdc`:
```
current_design mux2_32

set clk_period 1.0
set clk_io_pct 0.2

create_clock -name clk0 -period $clk_period

set non_clock_inputs [all_inputs -no_clocks]
set_input_delay [expr $clk_period * $clk_io_pct] -clock clk0 $non_clock_inputs
set_output_delay [expr $clk_period * $clk_io_pct] -clock clk0 [all_outputs]
```
`/design/flow/design.v`:
```
module mux2_32(a, b, sel, out);
	input [31:0] a, b;
	input sel;
	output reg [31:0] out;
	always @(a or b or sel)
		out = (sel == 0) ? a : b;
endmodule
```
==> flow_summary.toml <==
# yosys + openroad results
[global_routing]
grt_first_pass_wirelength_mm = 4.15
grt_start_max_net_pins = 8
overflow = 0
antenna_found_initial = 0
via_count_of_the_first_global_routing_pass = 824
all_layer_global_routing_usage = 0.0787

[sta]
final_setup_margin_ns = -0.175
maxSlewViolCount = 0
max_slew.worst_pin.slew_ns = 0.0611
layout_worst_path_cycle_share = 1.18
relSlewSlack = 0.959
final-setup-viol-count = 32
setup_total_negative_slack_ns = -5.03
finalWorstPathRequiredPeriod_ns = 1.18
setup_repair_after_global_routing_missed_its_margin = "yes"
hold_violations = 0
hold_ws_ns = 0.694
max_freq_ghz = 0.851

[cells_and_area]
layout.cells.most_common = "dlygate4sd2_1"
mostFrequentLayoutCells = "dlygate4sd2_1, mux2_4, buf_6"
sequential_cell_area_sq_um = 0
fraction_of_layout_cells_with_a_size_suffix_above_1 = 0.562
final.clkbuf_count = 0
finalNonFillerCells = 192
design.seq.count = 0
syn2layout_area_growth_pct = 212

[critical_path]
worst_setup_path_endpoint = "out[31]"
timing.critical_path.from_type = "primary input"
crit_arrival_ns = 0.98
critPathKind = "primary input to primary output"
worst_setup_path_startpoint = "sel"
cp_max_fo = 7
worstSetupEndpointType = "primary output"
cp.required_ns = 0.80

[logic_synthesis]
area_leaders = "mux2_4, buf_12, mux2_2"
ys_seq_frac = 0
yosysTopAreaCellShare = 0.828
netlist-cell-type-count = 4
yosysChipArea_sq_um = 544
synthCells = 36
yosys_warnings = 1
postSynthAreaPerCell_sq_um = 15.1
yosysTopAreaCell = "mux2_4"
ys_cells = 36
synthesis.area_sq_um = 544

[placement]
io_buffer_count = 97
preCtsSetupSlack_ns = -0.497
placed_cells = 177
finalWeightedCongestion = 0.760
dpl.hpwl_mm = 2.40

[drt]
ant_nets = 0
insertedDiodeCount = 0
wl_per_cell_microns = 14.8
finalWirelength_mm = 2.85
route.detailed.drc = 0
drt-pass1-iter-count = 2
vias_post_dr = 730
detailedRoute.firstIterationViolations = 4
via_per_inst = 3.80

[power_and_ir_drop]
share_comb_of_total_power = 1.000
fraction_of_power_spent_switching_nets = 0.213
power_switching_w = 0.000141
power.density_cell_area_nw_per_um2 = 389
total_chip_power_w = 0.000660
internal_power_w = 0.000519
power.ir.vdd_worst_v = 0.000173
power_frac_seq = 0
p_leak_nw = 0.990
share_clk_of_total_power = 0

[die]
core.rowCount = 21
core_region_area_sq_um = 3420
die.size.x_microns = 80
die_area_sq_um = 6400
io_pins = 97
initial_utilization = 0.159
dieHeight_microns = 80

[run_status]
outcome = "finished, violations left"
violations = "setup timing"

[run]
warning_count = 34
timing.max_cap.violations = 0

[min_path]
min_path_type = "primary input to primary output"

[clocking]
cts_hold_buffers = 0
what timing repair did:
action / CTS / global route
gates cloned: 1 / 0
endpoints found under the setup margin: 32 / 32
hold endpoints to repair: 0 / 0
gates resized: 170 / 23
buffers inserted: 14 / 0
per-layer routing:
metal / share of wire / track usage / vias up
met3: 0.11 / 0.0307 / 0
met1: 0.40 / 0.0897 / 317
met2: 0.49 / 0.143 / 51
met4: 0 / 0 / 0
met5: 0 / 0 / -
li1: - / - / 362
cells by family (layout without fill, tap and decap cells):
group | count (synthesis) | in the layout | share of synthesized area
muxes | 32 | 32 | 0.869
buffers and inverters | 4 | 114 | 0.131
per-stage QoR:
| step | util | area (sq um) |
|---|---|---|
| detailed placement | 0.450 | 1540 |
| floorplan | - | 544 |
| global route | 0.497 | 1700 |
| finish | 0.497 | 1700 |
| global placement | 0.450 | 1540 |
| CTS | 0.470 | 1610 |
Yosys cell counts, drive strengths merged:
| cell type | number |
|---|---|
| buf | 4 |
| mux2 | 32 |
power by group through the flow:
stage         Combinational, W  Sequential, W  Clock (W)
CTS                   0.000644              0          0
global route          0.000706              0          0
finish                0.000660              0          0
worst min path at each step:
stage / start / endpoint / slack [ns] / cells after the start
CTS: a[30] / out[30] / 0.80 / 3
global route: a[27] / out[27] / 0.71 / 3
finish: a[24] / out[24] / 0.69 / 3
layout make-up:
| class | count | area (sq um) |
|---|---|---|
| Fill cell | 327 | 1720 |
| Multi-Input combinational cell | 32 | 480 |
| Timing Repair Buffer | 114 | 1160 |
| Tap cell | 46 | 57.6 |
critical path, stage by stage:
cell and delay [ns]:
buf_12 0.11, buf_12 0.13, buf_8 0.12, mux2_4 0.30, buf_6 0.11
Power is estimated from default activity; no workload was simulated.
